<file path="./design.v">
module DE2_115(
    output [8:0] LEDG,
    output [17:0] LEDR,
    input [3:0] KEY,
    input [17:0] SW,
    output [6:0] HEX0,
    output [6:0] HEX1,
    output [6:0] HEX2,
    output [6:0] HEX3,
    output [6:0] HEX4,
    output [6:0] HEX5,
    output [6:0] HEX6,
    output [6:0] HEX7,
    inout [35:0] GPIO
);
    wire [1:0] eixos = SW[1:0];
    wire [3:0] peso  = SW[5:2];
    reg [6:0] cat;
    reg [7:0] valor;
    always @(*) begin
        if (peso <= 7 && eixos == 0) begin
            cat   = 7'b1111001;   
            valor = 8'd10;
        end else if (peso <= 12 && eixos == 1) begin
            cat   = 7'b0100100;   
            valor = 8'd25;
        end else if (peso > 12 && eixos >= 2) begin
            cat   = 7'b0110000;   
            valor = 8'd50;
        end else begin
            cat   = 7'b0000110;   
            valor = 8'd0;
        end
    end
    assign HEX6 = cat;
    reg [3:0] d0=0, d1=0, d2=0, d3=0;   
    reg [3:0] v0=0, v1=0;               
    reg [3:0] t0, t1, t2, t3;
    reg c1, c2, c3;
    integer x;
    always @(*) begin
        v0 = valor % 10;
        v1 = valor / 10;
    end
    always @(posedge KEY[0] or negedge KEY[2]) begin
        if (!KEY[2]) begin
            d0 <= 0; d1 <= 0; d2 <= 0; d3 <= 0;
        end else begin
            t0 = d0; t1 = d1; t2 = d2; t3 = d3;
            c1 = 0; c2 = 0; c3 = 0;
            x  = valor;
            t0 = t0 + (x % 10);
            if (t0 >= 10) begin t0 = t0 - 10; c1 = 1; end
            t1 = t1 + (x / 10) + c1;
            if (t1 >= 10) begin t1 = t1 - 10; c2 = 1; end
            t2 = t2 + c2;
            if (t2 >= 10) begin t2 = t2 - 10; c3 = 1; end
            t3 = t3 + c3;
            d0 <= t0; d1 <= t1; d2 <= t2; d3 <= t3;
        end
    end
    function [6:0] seg7;
        input [3:0] n;
        begin
            case(n)
                4'd0: seg7 = 7'b1000000;
                4'd1: seg7 = 7'b1111001;
                4'd2: seg7 = 7'b0100100;
                4'd3: seg7 = 7'b0110000;
                4'd4: seg7 = 7'b0011001;
                4'd5: seg7 = 7'b0010010;
                4'd6: seg7 = 7'b0000010;
                4'd7: seg7 = 7'b1111000;
                4'd8: seg7 = 7'b0000000;
                4'd9: seg7 = 7'b0010000;
                default: seg7 = 7'b1111111;
            endcase
        end
    endfunction
    assign HEX0 = seg7(d0);
    assign HEX1 = seg7(d1);
    assign HEX2 = seg7(d2);
    assign HEX3 = seg7(d3);
    assign HEX4 = seg7(v0);  
    assign HEX5 = seg7(v1);  
    assign HEX7 = 7'b1111111;  
endmodule
</file>
<file path="./constraint.sdc">
current_design DE2_115

set clk_period 5.6
set clk_io_pct 0.2

create_clock -name clk0 -period $clk_period [get_ports {KEY}]

set non_clock_inputs [all_inputs -no_clocks]
set_input_delay [expr $clk_period * $clk_io_pct] -clock clk0 $non_clock_inputs
set_output_delay [expr $clk_period * $clk_io_pct] -clock clk0 [all_outputs]
</file>
<file path="./config.mk">
export PLATFORM = sky130hd
export DESIGN_NAME = DE2_115
export DESIGN_NICKNAME = DE2_115
export VERILOG_FILES = /design/flow/design.v
export SDC_FILE = /design/flow/constraint.sdc
export NUM_CORES = 4
export LEC_CHECK = 1
export CORE_AREA = 10 10 98 98
export DIE_AREA = 0 0 108 108
</file>
<file path="./run.sh">
#!/bin/bash
# OpenROAD 26Q1-2900-gdf79404cd8, Yosys 0.63+post, stock flow scripts
make -C /OpenROAD-flow-scripts/flow DESIGN_CONFIG=/design/flow/config.mk WORK_HOME=/design/flow/orfs finish
</file>
==> Changelog: implementation <==
## Implementation

* Drt wl/cell at roughly 11 um
* Failing checks: hold timing
* Core Area at about 7600 um^2
* Remaining DRCs at 0
* # Max-Cap Violations at 0
* Cell Area, Placed at roughly 3000 um^2
* CP bufs+invs at 3
* PortBufs at 55
* Crit path max-delay family: adder cells
* Max incr delay on CP at 440 ps
* Worst-path fanout max at 4
* Die height at 108 um
* Total power at around 0.0017 W
* Syn Inst Count at 296
* Synth area leaders: ha_1, dfrtp_1, buf_4
* Fin. max-slew vios at 0
* Drt pass-1 iters at 4
* Max stage delay cell, worst path: fa_2
* GR Overflow Total at 0
* First-pass GRT wire length at roughly 9000 um
* # IOs at about 140
* Fp_density at around 29%
* Total number of vias at around 2100
* Max Freq at roughly 180 MHz
* CTS tree: yes
* Cell taking the most area after synthesis: ha_1
* Power density cells at approximately 500 nW/um^2
* Post-synth top flop: dfrtp_1
* DIE AREA at 11660 um^2
* Worst-path clk slew at around 50 ps
* Chip Area, Yosys at 2232 um^2
* Worst EP arrival at 5680 ps
* Layout cell share with drive strength beyond 1 at between 20% and 30%
* Crit-path most repeated cell: ha_4
* HPWL Detailed at slightly above 4000 um
* CP Data Required Time at 5700 ps
* Kind of critical path: in -> reg
* HP Class: clk -> async
* Initial antenna violation count at 0
* Logic family by area: adder cells
* DRT iter0 DRCs at 77
* Leak at 1.678 nW
* Final hold viol count at 16
* Ys cells at approximately 300
* XOR/XNOR Fraction of Synth Area at roughly 2.7%
* Vias in the first global route at around 2100
* Synthesis Warnings at 28
* Layout area overhead at 52.19%
* Yosys cell types at 34
* Post-synth EDFFs at 0
* Chip Width at between 100 and 150 um
* Peak VDD IR at roughly 0.2 mV
* Endpoints left unconstrained at 36
* Count leader, synth: buf_4
* GP Congestion at between 0.8 and 0.9
* Worst-skew pair later-pin latency at ~220 ps
* Mapped Area at 2232 um^2
* Seq/Total Area, Yosys at between 15 and 20%
* GRT Total Usage at 9.028%
* Post-layout instance area at around 3400 um^2
* Top-area cell share at between 20% and 30%
* Final setup violation count at 0
* Simple share at between 15 and 20%
* Status: finished, violations left
* DRT Wirelength at between 5000 and 6000 um
* Mux area share at under 10%
* Commonest cells in the netlist: buf_4, ha_1, nor2_1
* Cycle use final at between 90 and 100%
* RSZ-0062 raised after global routing: yes
* Async S/R FF share, synth at around 100%
* CP Capture Type: register
* Via density at 4.204
* Clock Skew at 0.6262 ps
* Largest net degree at the start of global routing at 13
* Yosys aoi share at 15.41%
* Num rows at 32
* Post-synth regs at 16
* CP Launch Type: input pin
* Min Clock Period, post-route at 5581 ps
* Hold_ws at -309.0 ps
* Avg Synthesized Cell Area at 7.541 um^2
* Final ANT Viol Nets at 0
* Log Warnings at between 100 and 150
* Antenna cells at 0
* Adder share at around a quarter
## final timing paths
| kind | start | end | slack, ps | cells after the start |
|---|---|---|---|---|
| min reg2reg | d3[3] | d3[3] | 570 | 1 |
| max reg2reg | d0[2] | d3[2] | 1720 | 19 |
| min | KEY[2] | d0[2] | -310 | 2 |
| min in group clk0 | d3[3] | d3[3] | 570 | 1 |
| max in group asynchronous | KEY[2] | d0[0] | 5800 | 2 |
| max | SW[3] | d3[2] | 20 | 28 |
## state kept, by name, summed over array words and instances (netlist names)
name and cells:
d0 4, d2 4, d1 4, d3 4
## metrics by stage
| stage | std cells | setup TNS (ps) | util (%) | worst slack (ps) |
|---|---|---|---|---|
| global placement | 473 | -4008 | 40.20 | -742.3 |
| CTS | 488 | -54.52 | 43.11 | -50.47 |
| floorplan | 328 | -718.7 | - | -258.5 |
| detailed placement | 473 | -4067 | 40.20 | -747.3 |
| global route | 494 | -423.5 | 44.42 | -189.4 |
| finish | 494 | 0 | 44.42 | 19.36 |
## repair_timing
item	4_1_cts	5_1_grt
hold buffers	0	0
setup buffers	8	6
gates cloned	0	0
endpoints found under the setup margin	7	6
gates resized	27	9
pin swaps	20	14
## per-layer routing
metal | vias to the layer above | global-route usage, % | wire length [um]
li1 | 1078 | - | -
met1 | 928 | 10.53 | 2220
met2 | 65 | 13.84 | 2372
met3 | 6 | 5.663 | 647
met4 | 0 | 1.908 | 40
met5 | - | 0 | 0
## power by group
group / switching, W / internal [W] / leakage (nW)
logic: 0.000490 / 0.000752 / 1.41
clock network: 0.0000671 / 0.000157 / 0.0645
registers: 0.0000978 / 0.000134 / 0.201
## layout make-up
cell class / instances / area, um^2
fillers: 723 / 4250
inverters: 32 / 126.4
flip-flops and latches: 16 / 400.4
clock inverters: 1 / 30.03
well taps: 102 / 127.6
clock buffers: 7 / 96.34
multi-input cells: 236 / 1729
repair buffers: 100 / 887.1
## cells by family after synthesis
kind of cell	count (synthesis)
DFF	16
muxes	5
AOI/OAI and AO/OA	59
and+or+nand+nor	90
buffers and inverters	76
other	2
adders and majority gates	41
xor gates and xnor gates	7
## cell usage in the layout (no fill, tap or decap), types with 3 or more instances in the layout
cell | Yosys | final
clkdlybuf4s50_1 | 0 | 49
buf_4 | 39 | 44
conb_1 | 2 | 34
nand2_1 | 32 | 30
ha_1 | 38 | 30
nor2_1 | 34 | 27
inv_1 | 32 | 26
a21oi_1 | 23 | 21
o21ai_0 | 17 | 17
dfrtp_1 | 16 | 16
a31oi_1 | 8 | 8
ha_4 | 0 | 7
clkbuf_8 | 0 | 7
nor2_2 | 0 | 5
mux2i_1 | 5 | 5
inv_2 | 0 | 4
nor3_1 | 4 | 4
or2_2 | 4 | 4
o21a_1 | 3 | 3
nand2b_1 | 3 | 3
Power figures rest on the tool's default switching activity, not on a simulated workload.
